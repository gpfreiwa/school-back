File: design.v
module ALU
(
input logic signed [3:0] aluin_a,
input logic signed [3:0] aluin_b,
input logic [3:0] opcode,
input Cin,
output logic signed [3:0] alu_out,
output logic Cout,
output logic OF,
output logic zero);
logic [7:0] A;
assign A = {aluin_a[3],aluin_a[3],aluin_a[3],aluin_a[3],aluin_a};
assign check1 = (aluin_a[3] ~^ aluin_b[3]);
assign check2 = (alu_out > 5'd31);
assign fcheck = check1 & check2;
always_comb begin
   unique case (opcode)
	4'b0111 : {Cout,alu_out} = aluin_a + aluin_b;
	4'b0110 : {Cout,alu_out} = aluin_a + aluin_b + Cin;
	4'b0101 : {Cout,alu_out} = aluin_a + (~aluin_b + 1);
	4'b0100 : {Cout,alu_out} = {1'b0,aluin_a} >> aluin_b;
	4'b0011 : {Cout,alu_out} = A >>> aluin_b;
	4'b0010 : {Cout,alu_out} = {1'b0,aluin_a} << aluin_b;
	4'b0001 : {Cout,alu_out} = {1'b0,aluin_a} <<< aluin_b;
	4'b0000 : {Cout,alu_out} = ~({1'b0,aluin_a});
   endcase
   unique case (opcode)
	4'b0111 : OF = fcheck ? 1'b1 : 1'b0;
	4'b0110 : OF = fcheck ? 1'b1 : 1'b0;
	4'b0101 : OF = fcheck ? 1'b1 : 1'b0;
	default OF = 1'b0;
   endcase
end
assign zero = alu_out ? 1'b0 : 1'b1;
endmodule
File: run.sh
#!/bin/bash
# OpenROAD 26Q1-2900-gdf79404cd8, Yosys 0.63+post, stock flow scripts
make -C /OpenROAD-flow-scripts/flow DESIGN_CONFIG=/design/flow/config.mk WORK_HOME=/design/flow/orfs finish
File: config.mk
export PLATFORM = sky130hd
export DESIGN_NAME = ALU
export DESIGN_NICKNAME = ALU
export VERILOG_FILES = /design/flow/design.v
export SDC_FILE = /design/flow/constraint.sdc
export NUM_CORES = 4
export LEC_CHECK = 1
export CORE_AREA = 10 10 76 76
export DIE_AREA = 0 0 86 86
File: constraint.sdc
current_design ALU

set clk_period 3.2
set clk_io_pct 0.2

create_clock -name clk0 -period $clk_period

set non_clock_inputs [all_inputs -no_clocks]
set_input_delay [expr $clk_period * $clk_io_pct] -clock clk0 $non_clock_inputs
set_output_delay [expr $clk_period * $clk_io_pct] -clock clk0 [all_outputs]
==> insert_results.sql <==
-- implementation run metrics
INSERT INTO impl_metrics (metric_group, metric, value, unit) VALUES
('final_timing', 'grt_setup_unrepaired', 'yes', ''),
('global_routing', 'grt.met2_usage', '16.2', '%'),
('final_timing', 'fin_ws', '-0.237', 'ns'),
('cells_and_area', 'area.growth.synth_to_final', '63.7', '%'),
('cells_and_area', 'nFillCells', '420', ''),
('drt', 'post_drt_wl_per_cell', '14.2', 'um'),
('synth', 'top_logic_kind', 'AND-OR/OR-AND gates', ''),
('pwr', 'power', '261', 'uW'),
('synth', 'yosysChipArea', '1070', 'um^2'),
('cells_and_area', 'sequential_cell_area', '0', 'um^2'),
('synth', 'postSynthAreaPerCell', '7.22', 'um^2'),
('status', 'violations_in_the_final_reports', 'setup timing', ''),
('critical_path', 'cpLargestDelayFamily', 'adder cells', ''),
('pwr', 'power.combinational.fraction', '100.0', '%'),
('synth', 'synth-cells-yosys', '148', ''),
('global_routing', 'gr-total-overflow', '0', ''),
('critical_path', 'worstSetupEndpointType', 'output port', ''),
('critical_path', 'crit_slowest_cell', 'sky130_fd_sc_hd__fa_2', ''),
('synth', 'yosys-top-cells-count', '11 x sky130_fd_sc_hd__a21oi_1, 10 x sky130_fd_sc_hd__nor3_1, 9 x sky130_fd_sc_hd__ha_1, 9 x sky130_fd_sc_hd__inv_1, 9 x sky130_fd_sc_hd__o21ai_0', ''),
('status', 'run_status', 'finished with violations', ''),
('global_routing', 'global_route.usage.met1', '14.4', '%'),
('synth', 'synth_xor_xnor_area_share', '3.16', '%'),
('drt', 'detailroute.via_count', '1302', ''),
('pwr', 'vdd_drop_max', '75.7', 'uV'),
('final_timing', 'maximum_operating_frequency', '291', 'MHz'),
('pwr', 'power_report.internal_total', '145', 'uW'),
('die', 'die_height', '86', 'um'),
('die', 'core', '4120', 'um^2'),
('critical_path', 'critPathMaxStageDelay', '0.45', 'ns'),
('pwr', 'power.density', '149', 'nW/um^2'),
('drt', 'route.detailed.drc', '0', ''),
('synth', 'synth_sequential_area_ratio', '0', '%'),
('cells_and_area', 'finish.utilization', '42.5', '%'),
('synth', 'synth.cellmix.adderShare', '18.0', '%'),
('final_timing', 'final_hold_viol_count', '0', ''),
('pwr', 'p_leak', '0.000741', 'uW'),
('critical_path', 'cp_data_required_time', '2.56', 'ns'),
('final_timing', 'layout_min_cycle_time', '3.44', 'ns'),
('synth', 'synthMostInstantiatedCell', 'sky130_fd_sc_hd__a21oi_1', ''),
('drt', 'antenna_violating_nets_remaining', '0', ''),
('pwr', 'power_switching', '117', 'uW'),
('placement', 'place_hpwl', '2980', 'um'),
('cells_and_area', 'nFlopsAndLatches', '0', ''),
('drt', 'detail_route.wirelength', '3630', 'um'),
('synth', 'synth_compound_gate_area_share', '35.2', '%'),
('final_timing', 'finalSetupViolCount', '2', ''),
('global_routing', 'met3_usage', '0.191', '%'),
('worst_hold_path', 'hp-class', 'in -> out', ''),
('cells_and_area', 'final.clkbuf_count', '0', ''),
('synth', 'largest_area_cell', 'sky130_fd_sc_hd__ha_1', ''),
('global_routing', 'antenna_found_initial', '0', ''),
('critical_path', 'worst_setup_path_type', 'in -> out', ''),
('placement', 'io_buffer_count', '19', ''),
('synth', 'top_cells_area', 'sky130_fd_sc_hd__ha_1 11%, sky130_fd_sc_hd__fa_1 7.5%, sky130_fd_sc_hd__a21oi_1 5.2%', ''),
('placement', 'dpl_worst_slack', '-1.07', 'ns'),
('global_routing', 'grt_pass1_wl', '6040', 'um'),
('critical_path', 'worstPathCellList', 'buf_6, fa_2, fa_2, or2_0, a31oi_1, o21ai_1, o32a_1, buf_6, nor4_4, buf_2', ''),
('job', 'cap_viol_max_count', '0', ''),
('pwr', 'pwr-share-clk', '0', '%'),
('critical_path', 'critPathMaxFanout', '2', ''),
('placement', 'gp_congestion', '0.933', ''),
('synth', 'syn_inst', '148', ''),
('die', 'ioPinCount', '20', ''),
('critical_path', 'timing.critical_path.from_type', 'primary input', ''),
('synth', 'netlist-cell-type-count', '56', ''),
('synth', 'synthesis.area', '1070', 'um^2'),
('pwr', 'share_seq_of_total_power', '0', '%'),
('global_routing', 'grt_max_degree', '19', ''),
('synth', 'top_cell_area_share', '10.5', '%'),
('drt', 'drtIter0Drc', '83', ''),
('drt', 'detail_route.first_pass.iterations', '4', '');
path summary, 6_finish.rpt:
| kind | from | to | slack, ns | cells past startpoint |
|---|---|---|---|---|
| setup / recovery | Cin | zero | -0.24 | 10 |
| hold / removal | opcode[2] | Cout | 2.10 | 6 |
area by class of cell:
cell class                      count  area [um^2]  share of cell area (%)
Inverter                            9         33.8                    1.93
Tap cell                           50         62.6                    3.58
Multi-Input combinational cell    125         1060                    60.7
Timing Repair Buffer               71          591                    33.8
worst min-delay path: cells and delay by family:
kind                   cells  cell delay [ns]
AND/OR/NAND/NOR            3             0.35
AND-OR/OR-AND              1             0.09
buffers and inverters      2             0.37
routing by layer:
metal,vias to the layer above,part of all wire [%]
met3,2,4.5
met1,596,48
li1,671,-
met4,0,0.50
met5,-,0
met2,33,47
power by group through the flow:
stage	logic (uW)	registers (uW)	clock network [uW]
final	261	0	0
after global routing	286	0	0
after CTS	249	0	0
cell families (layout without fill, tap and decap cells):
family / after synthesis / in the layout
buf+inv: 23 / 80
mux: 4 / 4
simple gates: 50 / 50
other cells: 1 / 1
xor+xnor: 3 / 3
fa+ha+maj: 13 / 13
compound gates: 54 / 54
layout by cell type (no fill, tap or decap), types with 2 or more instances in the layout:
cell type and instances:
sky130_fd_sc_hd__nor2_1 5, sky130_fd_sc_hd__o21ai_0 5, sky130_fd_sc_hd__a41oi_2 2, sky130_fd_sc_hd__xnor2_1 2, sky130_fd_sc_hd__nor3_1 8, sky130_fd_sc_hd__nand2b_1 6
sky130_fd_sc_hd__o21ai_1 6, sky130_fd_sc_hd__dlygate4sd2_1 9, sky130_fd_sc_hd__a21oi_1 11, sky130_fd_sc_hd__nand2_1 8, sky130_fd_sc_hd__mux2i_1 2, sky130_fd_sc_hd__nor3_2 2
sky130_fd_sc_hd__inv_2 2, sky130_fd_sc_hd__buf_4 43, sky130_fd_sc_hd__o211ai_1 3, sky130_fd_sc_hd__nor2b_1 3, sky130_fd_sc_hd__a31oi_1 5, sky130_fd_sc_hd__o22ai_1 2
sky130_fd_sc_hd__o21a_1 3, sky130_fd_sc_hd__buf_6 13, sky130_fd_sc_hd__nand3_1 2, sky130_fd_sc_hd__fa_2 3, sky130_fd_sc_hd__inv_1 7, sky130_fd_sc_hd__ha_1 4
sky130_fd_sc_hd__ha_4 4, sky130_fd_sc_hd__buf_2 3
timing repair:
action,4_1_cts,5_1_grt
pin swaps,15,7
setup endpoints to repair,6,5
gates resized,61,16
setup buffers,6,0
through the flow:
step | hold WS [ns] | setup TNS (ns) | std cells | cell area [um^2]
floorplan | 1.54 | 0 | 148 | 1070
global placement | 2.61 | -4.11 | 249 | 1580
detailed placement | 2.62 | -4.15 | 249 | 1580
CTS | 2.20 | -0.419 | 255 | 1680
global route | 2.15 | -0.536 | 255 | 1750
finish | 2.10 | -0.330 | 255 | 1750
No activity file was given, so power comes from the tool's default toggle rates.
